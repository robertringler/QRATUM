File: design/flow/run.sh
#!/bin/bash
# OpenROAD 26Q1-2900-gdf79404cd8, Yosys 0.63+post, stock flow scripts
make -C /OpenROAD-flow-scripts/flow DESIGN_CONFIG=/design/flow/config.mk WORK_HOME=/design/flow/orfs finish
File: design/flow/config.mk
export PLATFORM = sky130hd
export DESIGN_NAME = gb10_gpu_core
export DESIGN_NICKNAME = gb10_gpu_core
export VERILOG_FILES = /design/flow/design.v
export SDC_FILE = /design/flow/constraint.sdc
export NUM_CORES = 4
export LEC_CHECK = 1
export CORE_UTILIZATION = 50
File: design/flow/constraint.sdc
current_design gb10_gpu_core

set clk_period 8.6
set clk_io_pct 0.2

create_clock -name clk0 -period $clk_period [get_ports {clk_i}]

set non_clock_inputs [all_inputs -no_clocks]
set_input_delay [expr $clk_period * $clk_io_pct] -clock clk0 $non_clock_inputs
set_output_delay [expr $clk_period * $clk_io_pct] -clock clk0 [all_outputs]
File: design/flow/design.v
module gb10_gpu_core #(
    parameter int WARP_COUNT = 16,
    parameter int TENSOR_WIDTH = 256
) (
    input  logic        clk_i,
    input  logic        rst_ni,
    input  logic [63:0] command_i,
    output logic [63:0] tensor_result_o
);
    typedef struct packed {
        logic active;
        logic [15:0] warp_id;
        logic [63:0] accumulator;
    } warp_state_t;
    warp_state_t warps [WARP_COUNT];
    logic [63:0] tensor_accumulator;
    function automatic logic [63:0] tensor_mac(logic [63:0] a, logic [63:0] b);
        tensor_mac = (a * b) ^ (a + b);
    endfunction
    always_ff @(posedge clk_i or negedge rst_ni) begin
        if (!rst_ni) begin
            tensor_accumulator <= '0;
            for (int w = 0; w < WARP_COUNT; w++) begin
                warps[w].active <= 1'b0;
                warps[w].warp_id <= w;
                warps[w].accumulator <= '0;
            end
        end else begin
            for (int w = 0; w < WARP_COUNT; w++) begin
                warps[w].active <= 1'b1;
                warps[w].accumulator <= tensor_mac(warps[w].accumulator + command_i, TENSOR_WIDTH);
                tensor_accumulator <= tensor_accumulator + warps[w].accumulator;
            end
        end
    end
    assign tensor_result_o = tensor_accumulator;
endmodule
==> CHANGELOG.md <==
### Metrics

* Status: finished clean
* HP Class: reg2reg
* Final hold slack at about 0.46 ns
* # Cells Yosys at between 200 and 300
* Final setup vio count at 0
* Placeable Area at around 5900 sq um
* Worst-Margin Slew at 0.715 ns
* CP Launch Point: tensor_accumulator[31]$_DFF_PN0_
* Routed Antenna Nets at 0
* RD Place Congestion at between 0.7 and 0.8
* Period utilization at 0.355
* Clock transition at path regs at 0.06 ns
* Startpoint types: flip-flop
* Crit path largest cell delay at 0.51 ns
* Critical R2R Launch: warps[15].accumulator$_DFF_PN0_
* Gates resized, CTS repair at 0
* Final max-slew violation count at 0
* Power per cell area at between 150 and 200 nW/um^2
* Top area contributor share at 0.535
* Post-CTS Setup Repair Bufs at 0
* Drt pass-1 iters at 4
* Synth unique cells at 32
* Port Buffers at 66
* P&R area growth vs syn at 30.5%
* CTS H-Tree Depth at 3
* Final Cell Area at 3970 sq um
* Critical path depth in cells at 1
* Chip Area, Yosys at 3040 sq um
* Setup crit end: tensor_result_o[31]
* Worst path arrival time at 1.34 ns
* CP required at 6.88 ns
* Cell Rows at 28
* Tmin final at 3.06 ns
* Clk sinks at 65
* Layout cell share with drive strength beyond 1 at 0.0850
* Final WL at between 6 and 7 mm
* CP Capture Type: output port
* Fmax at 327 MHz
* Pin count of the biggest net entering global routing at 35
* Latency at later pin at around 0.33 ns
* R2r setup slk at 5.98 ns
* Top cells, area: dfrtp_1, xor2_1, xnor2_1, nand4_1, nand3_1
* Tool Warnings at 89
* Mapped cell area at 3040 sq um
* Chip footprint at 6400 sq um
* Number of global-route vias before repair at about 2200
* First-pass GRT wire length at 10.6 mm
* Grt total ovfl at 0
* FILL cells at around 470
* Rel. slew slack at 0.523
* CP Buf/Inv Count at 1
* DR WL/cell at 14.3 um
* N_diodes at 0
* Die X at 80.0 um
* CP delay by family, top: buffers and inverters
* First DRT Iteration DRCs at 95
* Warnings from Yosys at 129
* Worst r2r path cells at 7
* Crit-path slowest cell: clkdlybuf4s50_1
* Clock tree buffer depth at 2
* Post-synth top area cell: dfrtp_1
* Post-Syn Instances at 272
* Avg Inst Size Synth at 11.2 sq um
* CP Cell Sequence: clkdlybuf4s50_1
* #FFs+latches synth at 65
* Total track usage at 0.223
* Max Cap Viol at 0
* IO Pins at approximately 130
* TritonCTS clock tree: yes
* Starting Density at 0.517
* Post-DP HPWL at 4.33 mm
* # DRC at 0
* Synth Seq Share at 0.535
* Via-to-Cell Ratio at around 5.3
* Crit Path Class: reg2out
* Final core utilization at 0.674
* RSZ-0062 raised after global routing: no
* Antenna violations before repair at 0
* Hold Buf Count CTS at 0
* Static leakage at about 1.8 nW
* R2r endpoint: tensor_accumulator[56]$_DFF_PN0_
* Clock Skew at 0.00798 ns
* Dpl cell area at 3790 sq um
* CTS Buf Count at 9
* DR vias at 2261
* Clk root buf: clkbuf_8
* DIE HEIGHT at 80.0 um
* Maximum VDD drop at 0.148 mV
* Setup tns final at 0 ns
* Final hold violations at 0
* Crit-path max FO at 7
==> worst reg2reg max path, cell delays in order (launching register included) <==
cell	delay (ns)
dfrtp_1	0.36
ha_1	0.21
ha_1	0.22
nand3_2	0.16
nor3_4	0.38
nand4_1	0.55
nor4_1	0.51
xor2_1	0.17
==> placed cells by master (no fill, tap or decap), drive strengths merged, types with 7 or more instances in the layout <==
cell / n
nand3: 21
nand4: 24
clkdlybuf4s50: 65
xor2: 34
nor3: 13
inv: 7
and3: 9
xnor2: 29
nor4: 12
nand2: 19
clkbuf: 11
dfrtp: 65
nor2: 23
==> synthesized netlist by cell type (all sizes together) <==
master  count
inv         7
or2         3
xnor2      29
or3b        1
ha          2
xor2       34
and4        2
nand2      19
nand2b      1
or3         3
dfrtp      65
nor4       12
and3        9
nor3       13
nor2       23
and3b       1
buf         1
nor2b       1
nand4      24
or2b        1
nand3      21
==> through the flow <==
stage / power, mW / cells / setup slack (ns)
2_1_floorplan: 0.371 / 272 / 6.45
3_3_place_gp: 0.414 / 413 / 5.83
3_5_place_dp: 0.415 / 413 / 5.82
4_1_cts: 0.656 / 428 / 5.52
5_1_grt: 0.678 / 428 / 5.48
6_report: 0.647 / 428 / 5.54
==> report_power, final <==
| part | switching, mW | internal (mW) | leakage [nW] |
|---|---|---|---|
| combinational | 0.0208 | 0.0398 | 0.818 |
| sequential | 0.0244 | 0.325 | 0.894 |
| clock | 0.107 | 0.131 | 0.0929 |
==> flip-flops by register name, indices dropped and copies added, names as in the netlist <==
| name | cells |
|---|---|
| tensor_accumulator | 64 |
| warps.accumulator | 1 |
==> logic make-up (layout without fill, tap and decap cells) <==
group,count (synthesis),count (layout),synth area share
fa+ha+maj,2,2,0.00823
xor+xnor,63,63,0.184
simple gates,134,134,0.263
flops,65,65,0.535
buf+inv,8,89,0.0103
==> final cells by class <==
class	count	area, sq um	share of cell area
timing repair buffer	67	663	0.167
tap	75	93.8	0.0236
multi-input combinational	199	1380	0.348
sequential	65	1630	0.410
clock inverter	4	45.0	0.0113
clock buffer	11	131	0.0331
inverter	7	26.3	0.00662
==> layer usage <==
| layer | part of all wire | up-vias | track usage |
|---|---|---|---|
| met4 | 0.0078 | 0 | 0.0161 |
| li1 | - | 1100 | - |
| met3 | 0.058 | 5 | 0.0603 |
| met2 | 0.47 | 66 | 0.334 |
| met1 | 0.46 | 1090 | 0.358 |
| met5 | 0 | - | 0 |
==> worst min path at each step <==
stage | start | to | depth (start not counted)
finish | tensor_accumulator[63]$_DFF_PN0_ | tensor_accumulator[63]$_DFF_PN0_ | 1
global route | warps[15].accumulator$_DFF_PN0_ | warps[15].accumulator$_DFF_PN0_ | 1
CTS | tensor_accumulator[63]$_DFF_PN0_ | tensor_accumulator[63]$_DFF_PN0_ | 1
No activity file was given, so power comes from the tool's default toggle rates.
