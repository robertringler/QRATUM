**flow/run.sh**
```bash
#!/bin/bash
# OpenROAD 26Q1-2900-gdf79404cd8, Yosys 0.63+post, stock flow scripts
make -C /OpenROAD-flow-scripts/flow DESIGN_CONFIG=/design/flow/config.mk WORK_HOME=/design/flow/orfs finish
```
**flow/design.v**
```verilog
module gb10_cpu_cluster #(
    parameter int CORE_COUNT = 72,
    parameter int XLEN = 64
) (
    input  logic         clk_i,
    input  logic         rst_ni,
    output logic [63:0]  perf_counter_o,
    input  logic [63:0]  workload_hint_i
);
    typedef struct packed {
        logic active;
        logic [XLEN-1:0] pc;
        logic [XLEN-1:0] regs;
    } core_state_t;
    core_state_t core_state [CORE_COUNT];
    logic [63:0] perf_counter;
    always_ff @(posedge clk_i or negedge rst_ni) begin
        if (!rst_ni) begin
            perf_counter <= '0;
            for (int i = 0; i < CORE_COUNT; i++) begin
                core_state[i].active <= 1'b0;
                core_state[i].pc <= '0;
                core_state[i].regs <= '0;
            end
        end else begin
            perf_counter <= perf_counter + CORE_COUNT;
            for (int i = 0; i < CORE_COUNT; i++) begin
                core_state[i].active <= 1'b1;
                core_state[i].pc <= core_state[i].pc + workload_hint_i[5:0];
                core_state[i].regs <= core_state[i].regs + workload_hint_i;
            end
        end
    end
    assign perf_counter_o = perf_counter;
endmodule
```
**flow/constraint.sdc**
```tcl
current_design gb10_cpu_cluster

set clk_period 8.0
set clk_io_pct 0.2

create_clock -name clk0 -period $clk_period [get_ports {clk_i}]

set non_clock_inputs [all_inputs -no_clocks]
set_input_delay [expr $clk_period * $clk_io_pct] -clock clk0 $non_clock_inputs
set_output_delay [expr $clk_period * $clk_io_pct] -clock clk0 [all_outputs]
```
**flow/config.mk**
```make
export PLATFORM = sky130hd
export DESIGN_NAME = gb10_cpu_cluster
export DESIGN_NICKNAME = gb10_cpu_cluster
export VERILOG_FILES = /design/flow/design.v
export SDC_FILE = /design/flow/constraint.sdc
export NUM_CORES = 4
export LEC_CHECK = 1
export CORE_UTILIZATION = 30
```
==> results_dict.tcl <==
# implementation run metrics
set metrics [dict create \
    rrSetupSlack_ns 5.61 \
    drt-total-wl_um 5730 \
    yosys-stat-area_um2 2790 \
    wl_per_cell_um 13.0 \
    vias_per_cell 4.64 \
    cpPeakStageDelay_ns 0.52 \
    post_cts_buffers 0 \
    fin_skew_ns 0.00938 \
    largest_registers "perf_counter x61" \
    grt_use_total_pct 12.8 \
    grt_pass1_vias 1929 \
    synth_area_um2 2790 \
    hpwlAfterDp_um 4000 \
    regMostFlops "perf_counter" \
    core_area_um2 8850 \
    finalHoldViolCount 0 \
    power_leakage_nw 1.62 \
    grt_max_degree 62 \
    rsz0062_at_grt "false" \
    layout.cells.most_common_list "clkdlybuf4s50_1, dfrtp_1, xnor2_1" \
    status "complete, no violations" \
    power.switching_w 0.000124 \
    path_max_fanout 8 \
    crit_chain "clkdlybuf4s50_1" \
    remaining_drc_errors 0 \
    vias 2046 \
    finalInstanceArea_um2 3690 \
    reg2reg_from "perf_counter[3]" \
    largest_reg_flops 61 \
    total_power_w 0.000561 \
    flop_cell "dfrtp_1" \
    critical_path_buf_inv_count 1 \
    antenna_left 0 \
    dpl_cell_area_um2 3510 \
    worstHoldStart "perf_counter[63]" \
    period_used_pct 37.1 \
    ioPinCount 130 \
    grt_overflow_total 0 \
    cts_buffers 9 \
    cts_resized 0 \
    hp-class "reg2reg" \
    synthTopCellsByArea "dfrtp_1, xnor2_1, xor2_1, nand4_1, nand3_1" \
    grt_pass1_wl_um 9650 \
    layout-drive-gt1-share_pct 6.31 \
    async_reset_ff_share_pct 100 \
    syn_avg_cell_area_um2 10.8 \
    cts_tree "built" \
    p_seq_share_pct 55.0 \
    finalMaxSlewViolations 0 \
    clock_latency_ns 0.34 \
    dieArea_um2 9680 \
    synth_top_area_share_pct 54.8 \
    drt_iter0_markers 84 \
    syn_inst 258 \
    pwr-share-clk_pct 43.9 \
    port-buffer-count 62 \
    n_fill_cell 845 \
    cts_root_buffer "clkbuf_8" \
    post-route-min-period_ns 2.97 \
    critPathRequiredTime_ns 6.40 \
    switching_share_pct 22.1 \
    synthToLayoutAreaGrowth_pct 32.4 \
    cts_max_level 3 \
    ys_types 28 \
    slew_headroom_pct 48.9 \
    gp_congestion 0.748 \
    path_delay_family "buffers and inverters" \
    arrival_ns 1.37 \
    postSynthSeqShare_pct 54.8 \
    die_w_um 98.4 \
    r2r_cells 6 \
    r2r-end "perf_counter[51]" \
    slowest_stage "clkdlybuf4s50_1" \
    antenna_found_initial 0 \
    critPathCaptureType "primary output" \
    tool_warnings 89 \
    dr.pass1.iters 8 \
    yosys_cells 258 \
    cts_sinks 61 \
    setup_viol 0 \
    min_path_cells 1 \
    numSynthFlops 61 \
    ys.warnings.count 649 \
    die_height_um 98.4 \
    max_freq_ghz 0.337 \
    cellInternalPower_w 0.000437 \
    initial_utilization_pct 31.5 \
    cts_hold_buf 0 \
    cp-start-kind "flop" \
    antenna_cells_inserted 0 \
    yosys.area.top_type "dfrtp_1" \
    drv_cap 0 \
    rows 34 \
    fin_setup_tns_ns 0 \
    synth-edff-count 0 \
    worstMarginPinSlew_ns 0.766 \
    ir_drop_mv 0.0819 \
    hold_end "perf_counter[63]" \
    path_clk_slew_ns 0.07 \
    clockBufferDepth 2 \
    critPathKind "reg2out" \
    p_comb_share_pct 1.1 \
    p_per_area_nw_per_um2 152 \
]
stage by stage:
stage	utilization [%]	hold slack, ns	worst slack (ns)	cells
global route	41.7	0.495	4.93	441
global placement	39.7	0.459	5.37	425
finish	41.7	0.479	5.03	441
floorplan	-	0.424	5.97	260
CTS	41.7	0.479	4.99	441
detailed placement	39.7	0.470	5.38	425
cells in the mapped netlist, types with 2 or more instances:
cell type   n
inv_1       7
xnor2_1    34
nor3_1      6
xor2_1     25
nor2b_1     2
and3_1      5
nand4_1    18
buf_4       4
dfrtp_1    61
nor2_1     26
and4_1      5
and2_1      3
nor4_1      3
nand2_1    25
nand3_1    21
cell type report:
cell class              count  area, µm²  area share, %
inverters                   7       26.3          0.712
flip-flops and latches     61       1530           41.4
clock inverters             4       22.5          0.610
repair buffers             63        623           16.9
clock buffers              12        155           4.20
multi-input cells         186       1200           32.6
well taps                 108        135           3.66
kinds of logic (layout without fill, tap and decap cells):
| group | after synthesis | in the layout | share of synthesized area [%] |
|---|---|---|---|
| compound gates | 2 | 2 | 0.404 |
| xor+xnor | 59 | 59 | 18.5 |
| simple gates | 121 | 121 | 23.3 |
| other cells | 1 | 3 | 0.135 |
| flops | 61 | 61 | 54.8 |
| fa+ha+maj | 1 | 1 | 0.449 |
| buf+inv | 13 | 86 | 2.38 |
worst max path at each step:
stage                 from                 end  slack [ns]  depth (start not counted)
5_1_grt   perf_counter[45]  perf_counter_o[45]        4.93                          1
4_1_cts   perf_counter[45]  perf_counter_o[45]        4.99                          1
6_report  perf_counter[45]  perf_counter_o[45]        5.03                          1
per-layer routing:
metal,GRT usage [%],wire (µm)
met4,1.15,48
met1,19.5,2780
met5,0,0
met3,4.36,302
met2,19.0,2600
power by group through the flow:
stage,logic (W),registers (W),clock network [W]
finish,0.00000630,0.000308,0.000246
CTS,0.00000700,0.000308,0.000258
global route,0.00000765,0.000308,0.000272
No activity file was given, so power comes from the tool's default toggle rates.
